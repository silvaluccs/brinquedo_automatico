[flow/config.mk]
export PLATFORM = sky130hd
export DESIGN_NAME = divisor_frequencia
export DESIGN_NICKNAME = divisor_frequencia
export VERILOG_FILES = /design/flow/design.v
export SDC_FILE = /design/flow/constraint.sdc
export NUM_CORES = 4
export LEC_CHECK = 1
export CORE_AREA = 10 10 86 86
export DIE_AREA = 0 0 96 96
[flow/constraint.sdc]
current_design divisor_frequencia

set clk_period 1.0
set clk_io_pct 0.2

create_clock -name clk0 -period $clk_period [get_ports {clock_entrada}]

set non_clock_inputs [all_inputs -no_clocks]
set_input_delay [expr $clk_period * $clk_io_pct] -clock clk0 $non_clock_inputs
set_output_delay [expr $clk_period * $clk_io_pct] -clock clk0 [all_outputs]
[flow/design.v]
module FF_jk( q, j, k, reset, clock);
  input j, k, clock;
  input reset;
  output q;
  reg q;
  initial begin
    q = 1'b0;
  end
  always @(posedge clock or posedge reset) begin
    if (reset) begin  
      q = 1'b0;
    end 
	 else begin
      case ({j, k})
        2'b00: q = q;
        2'b01: q = 1'b0;
        2'b10: q = 1'b1;
        2'b11: q = ~q;
      endcase
    end
  end
endmodule
module divisor_frequencia(bit0, bit1, bit2, clock_entrada, botao, rl);
	input clock_entrada, botao;
	output bit0, bit1, bit2;
	output [25:0] rl;
	wire [25:0] clock_temp;
	FF_jk FF_jk1(.q(clock_temp[0]), .j(1'b1), .k(1'b1), .reset(botao), .clock(clock_entrada));
	FF_jk FF_jk2(.q(clock_temp[1]), .j(1'b1), .k(1'b1), .reset(botao), .clock(clock_temp[0]));
	FF_jk FF_jk3(.q(clock_temp[2]), .j(1'b1), .k(1'b1), .reset(botao), .clock(clock_temp[1]));
	FF_jk FF_jk4(.q(clock_temp[3]), .j(1'b1), .k(1'b1), .reset(botao), .clock(clock_temp[2]));
	FF_jk FF_jk5(.q(clock_temp[4]), .j(1'b1), .k(1'b1), .reset(botao), .clock(clock_temp[3]));
	FF_jk FF_jk6(.q(clock_temp[5]), .j(1'b1), .k(1'b1), .reset(botao), .clock(clock_temp[4]));
	FF_jk FF_jk7(.q(clock_temp[6]), .j(1'b1), .k(1'b1), .reset(botao), .clock(clock_temp[5]));
	FF_jk FF_jk8(.q(clock_temp[7]), .j(1'b1), .k(1'b1), .reset(botao), .clock(clock_temp[6]));
	FF_jk FF_jk9(.q(clock_temp[8]), .j(1'b1), .k(1'b1), .reset(botao), .clock(clock_temp[7]));
	FF_jk FF_jk10(.q(clock_temp[9]),  .j(1'b1), .k(1'b1), .reset(botao), .clock(clock_temp[8]));
	FF_jk FF_jk11(.q(clock_temp[10]), .j(1'b1), .k(1'b1), .reset(botao), .clock(clock_temp[9]));
	FF_jk FF_jk12(.q(clock_temp[11]), .j(1'b1), .k(1'b1), .reset(botao), .clock(clock_temp[10]));
	FF_jk FF_jk13(.q(clock_temp[12]), .j(1'b1), .k(1'b1), .reset(botao), .clock(clock_temp[11]));
	FF_jk FF_jk14(.q(clock_temp[13]), .j(1'b1), .k(1'b1), .reset(botao), .clock(clock_temp[12]));
	FF_jk FF_jk15(.q(clock_temp[14]), .j(1'b1), .k(1'b1), .reset(botao), .clock(clock_temp[13]));
	FF_jk FF_jk16(.q(clock_temp[15]), .j(1'b1), .k(1'b1), .reset(botao), .clock(clock_temp[14]));
	FF_jk FF_jk17(.q(clock_temp[16]), .j(1'b1), .k(1'b1), .reset(botao), .clock(clock_temp[15]));
	FF_jk FF_jk18(.q(clock_temp[17]), .j(1'b1), .k(1'b1), .reset(botao), .clock(clock_temp[16]));
	FF_jk FF_jk19(.q(clock_temp[18]), .j(1'b1), .k(1'b1), .reset(botao), .clock(clock_temp[17]));
	FF_jk FF_jk20(.q(clock_temp[19]), .j(1'b1), .k(1'b1), .reset(botao), .clock(clock_temp[18]));
	FF_jk FF_jk21(.q(clock_temp[20]), .j(1'b1), .k(1'b1), .reset(botao), .clock(clock_temp[19]));
	FF_jk FF_jk22(.q(clock_temp[21]), .j(1'b1), .k(1'b1), .reset(botao), .clock(clock_temp[20]));
	FF_jk FF_jk23(.q(clock_temp[22]), .j(1'b1), .k(1'b1), .reset(botao), .clock(clock_temp[21]));
	FF_jk FF_jk24(.q(clock_temp[23]), .j(1'b1), .k(1'b1), .reset(botao), .clock(clock_temp[22]));
	FF_jk FF_jk25(.q(clock_temp[24]), .j(1'b1), .k(1'b1), .reset(botao), .clock(clock_temp[23]));
	FF_jk FF_jk26(.q(clock_temp[25]), .j(1'b1), .k(1'b1), .reset(botao), .clock(clock_temp[24]));
	assign rl = clock_temp;
	FF_jk FF_contador0(.q(bit0), .j(1'b1), .k(1'b1), .reset(botao), .clock(clock_temp[25]));
	FF_jk FF_contador1(.q(bit1), .j(1'b1), .k(1'b1), .reset(botao), .clock(bit0));
	FF_jk FF_contador2(.q(bit2), .j(1'b1), .k(1'b1), .reset(botao), .clock(bit1));
endmodule	
[flow/run.sh]
#!/bin/bash
# OpenROAD 26Q1-2900-gdf79404cd8, Yosys 0.63+post, stock flow scripts
make -C /OpenROAD-flow-scripts/flow DESIGN_CONFIG=/design/flow/config.mk WORK_HOME=/design/flow/orfs finish
==> flow_summary.toml <==
# synthesis and place-and-route metrics
[outcome]
status = "finished, final reports clean"

[critical_path]
cp-end-kind = "output port"
crit_fanout = 3
crit_arrival_ns = 0.61
worst_path_largest_cell_delay_ns = 0.36
critPathRequiredTime_ns = 0.80
slowest_stage = "dfrtp_1"
startpoint_type = "flop"
critical_path_class = "flop to output port"
crit_buf_inv = 1
crit_chain = "dlygate4sd2_1"
cpLargestDelayFamily = "flip-flops"

[clock_tree]
clk_pin_slew_ns = 0
clk_latency_ns = 0
holdBufCountCts = 0

[global_routing]
grt_pass1_vias = 400
antenna_found_initial = 0
grt_usage_pct = 2.87
grt_max_degree = 29
grt_pass1_wl_um = 2110
grt_overflow = 0

[power]
combPwrFrac_pct = 41.9
ir_drop_v = 0.000158
pwr_density_cell_mw_per_mm2 = 55.7
seqPwrFrac_pct = 58.1
clkPwrFrac_pct = 0
intPower_w = 0.0000462
p_sw_share_pct = 32.8
total_leakage_power_nw = 0.534
total_power_w = 0.0000688
p_switching_w = 0.0000226

[sta]
unclocked_regs = 28
slew_headroom_pct = 77.2
maxSlewViolCount = 0
period_minus_slack_ns = 0.810
untimed_endpoints = 56
fin_worst_skew_ns = 0
worstMarginPinSlew_ns = 0.342
finalClockPeriodUsage_pct = 81.0
fmax_mhz = 1230
rsz0062_at_grt = "no"
setup_slack_ns = 0.190
hold_viol = 0
final-setup-viol-count = 0

[die]
fp_util_pct = 18.7
rows = 27
dieArea_mm2 = 0.00922
die.size.y_um = 96
core_mm2 = 0.00554
die_w_um = 96
ios = 31

[yosys]
ys_cells = 85
synthesis.area_mm2 = 0.00103
yosys_warnings = 1
yosys.cell_types.count = 3
avgSynthCellArea_um2 = 12.2
ys.flops = 29
postSynthSeqShare_pct = 70.2
yosysChipArea_mm2 = 0.00103
synthCells = 85

[job]
cap_violations = 0
tool_warnings = 28

[place]
place_hpwl_um = 1250
pre_cts_ws_ns = -0.0139
gp_congestion = 0.707
portBuffers = 30

[drt]
post-route-drc-count = 0
ant_nets = 0
wl_um = 1420
wl_per_cell_um = 8.78
n_antenna_cell = 0
drt-pass1-iter-count = 2
viasPerCell = 2.65
vias = 430
first_iter_violations = 2

[hold_path]
hold_path_class = "primary input to asynchronous set/reset pin"

[cells_and_area]
layout-drive-gt1-share_pct = 1.11
area_growth_pct = 19.5
comb_area_um2 = 0
logic_gates = 0
per-layer routing:
metal | share of wire [%] | global-route usage (%) | vias up | wire [um]
met4 | 0 | 0 | 0 | 0
met1 | 52 | 5.13 | 188 | 735
met3 | 20 | 1.42 | 0 | 285
met5 | 0 | 0 | - | 0
met2 | 28 | 2.97 | 27 | 401
li1 | - | - | 215 | -
final cells by class:
type	instances	area, um2
fill	610	4310
inverter	30	113
sequential	29	726
tap	72	90.1
timing repair buffer	31	307
logic make-up (layout without fill, tap and decap cells):
logic type  count (synthesis)  after routing  share of synthesized area, %
buf+inv                    56             61                          29.8
flops                      29             29                          70.2
path summary, 6_finish.rpt:
kind / start / end / slack [ns] / cells after the start
setup / recovery: FF_jk1.q / rl[0] / 0.19 / 1
hold / removal: botao / FF_jk1.q / 0.38 / 2
setup reg to reg: FF_jk1.q / FF_jk1.q / 0.50 / 1
hold reg to reg: FF_jk1.q / FF_jk1.q / 0.43 / 1
max in group asynchronous: botao / FF_jk1.q / 0.50 / 2
min in group clk0: FF_jk1.q / FF_jk1.q / 0.43 / 1
cell usage in the layout (no fill, tap or decap):
cell,instances
buf_4,1
dlygate4sd2_1,1
clkdlybuf4s50_1,29
inv_1,30
dfrtp_1,29
Yosys cell counts:
library cell,instances,share of area (%)
inv_1,30,11
dfrtp_1,29,70
buf_4,26,19
what timing repair did:
| item | CTS | global route |
|---|---|---|
| setup buffers | 0 | 0 |
| setup endpoints to repair | 1 | 0 |
| gates resized | 1 | 0 |
stage by stage:
| step | util (%) | instances | area [um2] | hold slack, ns | setup TNS (ns) |
|---|---|---|---|---|---|
| after CTS | 22.3 | 162 | 1230 | 0.395 | 0 |
| final | 22.3 | 162 | 1230 | 0.381 | 0 |
| after global placement | 22.3 | 162 | 1240 | 0.384 | -0.0192 |
| after global routing | 22.3 | 162 | 1230 | 0.421 | 0 |
| after detailed placement | 22.3 | 162 | 1240 | 0.389 | -0.0139 |
| after floorplan | - | 85 | 1030 | 0.278 | 0 |
power by group through the flow:
stage,clock network [W],logic (W),registers (W)
after CTS,0,0.0000323,0.0000400
after global routing,0,0.0000355,0.0000400
final,0,0.0000288,0.0000400
No activity file was given, so power comes from the tool's default toggle rates.
