<file path="design/flow/design.v">
module display(bit0, bit2, bit1,  a, b, c, d, e, f, g, p);
 input bit2, bit1, bit0;  
 output a, b, c, d, e, f, g, p;
 segA  segA_instan(.out(a), .A(bit0), .B(bit1), .C(bit2));
 segB	segB_instan(.out(b), .A(bit0), .B(bit1), .C(bit2));
 segC segC_instan(.out(c), .A(bit0), .B(bit1), .C(bit2));
 segD segD_instan(.out(d), .A(bit0), .B(bit1), .C(bit2));
 segE segE_instan(.out(e), .A(bit0), .B(bit1), .C(bit2));
 segF segF_instan(.out(f), .A(bit0), .B(bit1), .C(bit2));
 segG segG_instan(.out(g), .A(bit0), .B(bit1), .C(bit2));
 assign p = 1'b1;
endmodule
module segA(out, A, B, C);
	input A, B, C;
	output out;
	wire xorAC, notB;
	not not0(notB, B);
	xor Xor0(xorAC, A, C);
	and And0(out, xorAC, notB);
endmodule
module segB(out, A, B, C);
	input A, B, C;
	output out;
	wire xorBC;
	xor Xor0(xorBC, B, C);
	and And0(out, xorBC, A);
endmodule
module segC(out, A, B, C);
	input A, B, C;
	output out;
	wire notA, notC;
	not not0(notA, A);
	not not1(notC, C);
	and and0(out, notA, B, notC);
endmodule
module segD(out, A, B, C);
	input A, B, C;
	output out;
	wire NotxorBC, notA, AndXorA, notB, AndNotsAB;
	xnor Xnor0(NotxorBC, B, C);
	and And0(AndXorA, NotxorBC, A);
	not Not0(notA, A);
	not Not1(notB, B);
	and And1(AndNotsAB, notA, notB, C);
	or Or0(out, AndNotsAB, AndXorA);
endmodule
module segE(out, A, B, C);
	input A, B, C;
	output out;
	wire notB, notC, andABC;
	not Not0(notB, B);
	not Not1(notC, C);
	and And0(andABC, notB, notC, A);
	or Or0(out, C, andABC);
endmodule
module segF(out, A, B, C);
	input A, B, C;
	output out;
	wire xnorAB, andC, notA, andAB;
	not Not0(notA, A);
	and And0(andAB, notA, B);
	xnor Xnor0(xnorAB, A, B);
	and And1(andC, xnorAB, C);
	or Or0(out, andAB, andC);
endmodule
module segG(out, A, B, C);
input A, B, C;
output out;
wire notA, notB, AndNots, AndABC;
not Not0(notA, A);
not Not1(notB, B);
and And0(AndNots, notA, notB);
and And1(AndABC, A, B, C);
or Or0(out, AndABC, AndNots);
endmodule
module gerenciar_display(chave1, chave2, bit0, bit2, bit1, a, b, c, d, e, f, g, p, aux);
input chave1, chave2, bit0, bit2, bit1, aux;
output  a, b, c, d, e, f, g, p;
wire va, vb, vc, vd, ve, vf, vg;  
display display_acoes(bit0, bit1, bit2, va, vb, vc, vd, ve, vf, vg);
wire za, zb, zc, zd, ze, zf, zg;  
velocidade_atual vell(chave1, chave2, za, zb, zc, zd, ze, zf, zg);
mux_2x1_gl muxa(va, za, aux, a); 
mux_2x1_gl muxb(vb, zb, aux, b);
mux_2x1_gl muxc(vc, zc, aux, c);
mux_2x1_gl muxd(vd, zd, aux, d);
mux_2x1_gl muxe(ve, ze, aux, e);
mux_2x1_gl muxf(vf, zf, aux, f);
mux_2x1_gl muxg(vg, zg, aux, g);
assign p = 1'b1;
endmodule 
module mux_2x1_gl(
input I0,I1,S,
output Y);
wire sb,a,b;
not(sb,S);
and(a,sb,I0);
and(b,S,I1);
or(Y,a,b);
endmodule
module velocidade_atual(chave1, chave2, a, b, c, d, e, f, g, p);
 input chave1, chave2;
 output a, b, c, d, e, f, g, p;
 seg0 instanA(a, chave1, chave2);
 seg0 instanD(d, chave1, chave2);
 seg0 instanE(e, chave1, chave2);
 assign b = 1'b0;
 seg1 instanC(c, chave1, chave2);
 seg1 instanF(f, chave1, chave2);
 seg2 instanG(g, chave1, chave2);
 assign p = 1'b1;
endmodule
module seg0(out, A, B);
input A, B;
output out;
wire notB;
not NotB(notB, B);
and and0(out, notB, A);
endmodule
module seg1(out, A, B);
input A, B;
output out;
wire notA;
not NotA(notA, A);
and And1(out, notA, B);
endmodule
module seg2(out, A, B);
input A, B;
output out;
wire notA, notB;
not NotA(notA, A);
not NotB(notB, B);
and And2(out, notA, notB);
endmodule
</file>
<file path="design/flow/run.sh">
#!/bin/bash
# OpenROAD 26Q1-2900-gdf79404cd8, Yosys 0.63+post, stock flow scripts
make -C /OpenROAD-flow-scripts/flow DESIGN_CONFIG=/design/flow/config.mk WORK_HOME=/design/flow/orfs finish
</file>
<file path="design/flow/config.mk">
export PLATFORM = sky130hd
export DESIGN_NAME = gerenciar_display
export DESIGN_NICKNAME = gerenciar_display
export VERILOG_FILES = /design/flow/design.v
export SDC_FILE = /design/flow/constraint.sdc
export NUM_CORES = 4
export LEC_CHECK = 1
export CORE_AREA = 10 10 70 70
export DIE_AREA = 0 0 80 80
</file>
<file path="design/flow/constraint.sdc">
current_design gerenciar_display

set clk_period 1.2
set clk_io_pct 0.2

create_clock -name clk0 -period $clk_period

set non_clock_inputs [all_inputs -no_clocks]
set_input_delay [expr $clk_period * $clk_io_pct] -clock clk0 $non_clock_inputs
set_output_delay [expr $clk_period * $clk_io_pct] -clock clk0 [all_outputs]
</file>
==> impl_metrics.toml <==
# synthesis and place-and-route metrics
[placement]
dpl.cell_count = 93
place_congestion = 0.7107
io_buffers = 13
dp_hpwl_um = 642.4

[route]
vias_per_cell = 2.758
drtAntennaViolNets = 0
firstDrtPassIters = 2
drtIter0Drc = 7
vias = 262
drt_wl_total_um = 798
detail_route.wl_per_cell_um = 8.400
num_antenna_cells = 0
remaining_drc_errors = 0

[final_layout]
seq_cells = 0
mostFrequentLayoutCells = "buf_2 (7), buf_6 (5), buf_4 (5), ha_4 (4)"
drive_above_1_share_pct = 69.39
post-route-util_pct = 14.54
fillers = 388
combGateArea_sq_um = 242.7
final.clkbuf_count = 0
mostFrequentLayoutCell = "buf_2"
syn_to_final_growth_pct = 162.9
finalNonFillerCells = 95
seqCellArea_sq_um = 0

[setup_path]
crit_required_ns = 0.96
cp_data_arrival_time_ns = 1.06
critPathKind = "in2out"
critPathLaunchType = "input port"
cp_max_fo = 3
endpoint_kind = "primary output"

[sta]
layout_setup_ws_ns = -0.09869
slew_violations = 0
setup_violations = 1
clock.fmax_mhz = 770.0
min_period_ns = 1.299
fin_crit_sh_pct = 108.2
tns_ns = -0.09869
hold_viol = 0
rsz0062_at_grt = "yes"

[min_path]
worstHoldStart = "bit2"
hold_class = "in2out"
hold_end = "a"
holdPathStages = 5

[power]
power.leakage_uw = 0.0002113
p_per_area_mw_per_mm2 = 304.4
finalPower_uw = 151.2
cellInternalPower_uw = 84.56
pwr-share-comb_pct = 100.0
switching_power_uw = 66.66
p_clk_share_pct = 0
peakVddDrop_mv = 0.05032
switching_share_pct = 44.08
seqPwrFrac_pct = 0

[floorplan]
ios = 14
fp.dieArea_sq_mm = 0.006400
fp-row-count = 21
fp_util_pct = 5.531
die_height_um = 80
core_area_sq_mm = 0.003416
die_w_um = 80

[synth]
syn_inst = 30
netlist_area_sq_um = 188.9
ys_cells = 30
ys_seq_share_pct = 0
synth.avg_cell_area_sq_um = 6.298
yosys_area_sq_um = 188.9
ys_types = 16
ys_warn_count = 0

[global_route]
grt_pass1_wl_um = 1338
gr-usage-all-layers_pct = 2.471
grt_remaining_overflow = 0
grt_pass1_vias = 268
grt_max_degree = 10
antenna_found_initial = 0

[outcome]
violations = "negative setup slack"
status = "finished with violations"

[job]
max_cap_viol_count = 0
warnings = 36

[clocking]
holdBufCountCts = 0
-- through the flow --
stage	setup slack [ns]	instance area [sq um]	hold slack, ns
after CTS	-0.09874	493.0	0.8296
final	-0.09869	496.7	0.8265
after detailed placement	-0.9647	409.1	1.516
after floorplan	0.1021	188.9	0.5663
after global routing	-0.1416	496.7	0.8642
after global placement	-0.9525	409.1	1.522
-- cells by family after synthesis --
kind of cell | synth area share (%)
AND-OR/OR-AND | 27.15
buffers and inverters | 16.56
adder cells (fa/ha/maj) | 26.49
AND/OR/NAND/NOR | 17.88
multiplexers | 5.298
other | 1.985
XOR/XNOR | 4.637
-- worst max-delay path: stages --
cell and delay [ns]:
buf_8 0.09, inv_6 0.04, ha_4 0.26, inv_4 0.03, a221oi_2 0.22, a21oi_1 0.07
buf_2 0.12
-- worst max-delay path by stage --
stage	slack, ns	startpoint	end
after CTS	-0.1	bit2	d
final	-0.1	bit2	d
after global routing	-0.14	bit2	d
-- final cells by class --
class / count / share of cell area [%]
tap: 46 / 11.59
multi-input combinational: 23 / 48.87
inverter: 5 / 5.793
timing repair buffer: 21 / 33.75
-- power groups by stage --
stage	sequential (uW)	combinational, uW	clock [uW]
CTS	0	147	0
global route	0	170	0
finish	0	151	0
-- timing repair --
action                                  in CTS  in global routing
buffers inserted                             2                  0
gates resized                               68                  5
pin swaps                                    8                  6
endpoints found under the setup margin       7                  5
-- per-layer routing --
layer	vias up	track usage (%)	routed length, um
li1	139	-	-
met1	113	3.296	381
met2	10	4.013	334
met3	0	0.7955	82
met4	0	0	0
met5	-	0	0
-- cells in the mapped netlist --
master / number / area (sq um)
buf_4: 1 / 7.510
nand3b_1: 1 / 7.510
conb_1: 1 / 3.750
o21ai_0: 3 / 15.01
xor2_1: 1 / 8.760
nor2_1: 1 / 3.750
a221oi_1: 1 / 8.760
a211oi_1: 1 / 7.510
nor3_1: 1 / 5.000
ha_1: 4 / 50.05
nand2b_1: 1 / 6.260
buf_2: 1 / 5.000
nand2_1: 3 / 11.26
a21oi_1: 4 / 20.02
inv_1: 5 / 18.77
mux2i_1: 1 / 10.01
Power and IR drop assume default switching activity.
