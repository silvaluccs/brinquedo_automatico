--- flow/design.v ---
module FF_d(Q, clk, D);
  input D;  
  input clk;  
  output reg Q;  
  initial begin
    Q = 1'b0;
  end
  always @(posedge clk) begin
    Q <= D; 
  end 
endmodule 
module contador_sincrono(clock_in, reset, bits_out, power);
 input clock_in, reset, power;
 output [2:0] bits_out;
 wire [2:0] proximo,  control_aux;
 wire [2:0] atual;
 wire notPower;
 not NotPower(notPower, power);
 controle controle_instan(proximo, control_aux, reset, notPower);  
 control_reset contr_instan(control_aux, atual, reset);  
 FF_d Ff_A(proximo[2], clock_in, atual[2]);  
 FF_d Ff_B(proximo[1], clock_in, atual[1]);
 FF_d Ff_C(proximo[0], clock_in, atual[0]);  
 assign bits_out = proximo;
endmodule
module controle(Entrada, Saida, reset, notPower);
 input reset, notPower;
 input [2:0] Entrada;
 output [2:0] Saida;
 wire notC, nandAB, and0AB, CFinal;
 not NotC(notC, Entrada[0]);
 nand NAND_AB(nandAB, Entrada[2], Entrada[1]);
 and and0(and0AB, nandAB, notC);
 or OR3(CFinal, reset, and0AB);
 mux_2x1_gl muxC(CFinal, 1'b0, notPower, Saida[0]);  
 wire notA, xorBC, notReset, and1ABC, BFinal;
 not not_(notReset, reset);
 not NotA(notA, Entrada[2]);
 xor Xor0(xorBC, Entrada[1], Entrada[0]);
 and and1(and1ABC, notA, xorBC);
 and AND3(BFinal, notReset, and1ABC);
 mux_2x1_gl muxB(BFinal, 1'b0, notPower, Saida[1]);  
 wire notB, andANotsBC, andBCnotA, OrABCout, AFinal;
 not NotB(notB, Entrada[1]);
 and and2(andANotsBC, Entrada[2], notB, notC);
 and and3(andBCnotA, notA, Entrada[1], Entrada[0]);
 or Or0(OrABCout, andBCnotA, andANotsBC);
 or OR2(AFinal, OrABCout, reset);
 mux_2x1_gl muxA(AFinal, 1'b0, notPower, Saida[2]);  
 endmodule
module control_reset(Entrada, Saida, reset);
    input reset;
    input [2:0] Entrada;  
    output reg [2:0] Saida;
    always @(*) begin
        if (reset) begin
            Saida = 3'b101;  
        end else begin
            Saida = Entrada;  
        end
    end
endmodule
module mux_2x1_gl(
input I0,I1,S,
output Y);
wire sb,a,b;
not(sb,S);
and(a,sb,I0);
and(b,S,I1);
or(Y,a,b);
endmodule
--- flow/run.sh ---
#!/bin/bash
# OpenROAD 26Q1-2900-gdf79404cd8, Yosys 0.63+post, stock flow scripts
make -C /OpenROAD-flow-scripts/flow DESIGN_CONFIG=/design/flow/config.mk WORK_HOME=/design/flow/orfs finish
--- flow/config.mk ---
export PLATFORM = sky130hd
export DESIGN_NAME = contador_sincrono
export DESIGN_NICKNAME = contador_sincrono
export VERILOG_FILES = /design/flow/design.v
export SDC_FILE = /design/flow/constraint.sdc
export NUM_CORES = 4
export LEC_CHECK = 1
export CORE_AREA = 10 10 70 70
export DIE_AREA = 0 0 80 80
--- flow/constraint.sdc ---
current_design contador_sincrono

set clk_period 1.5
set clk_io_pct 0.2

create_clock -name clk0 -period $clk_period [get_ports {clock_in}]

set non_clock_inputs [all_inputs -no_clocks]
set_input_delay [expr $clk_period * $clk_io_pct] -clock clk0 $non_clock_inputs
set_output_delay [expr $clk_period * $clk_io_pct] -clock clk0 [all_outputs]
==> impl_metrics.tcl <==
# implementation run metrics
set metrics [dict create \
    grt-ovfl-total 0 \
    synth_area_per_cell_um2 10.46 \
    min_period_ns 1.414 \
    crit_path_end_kind "primary output" \
    ys_ff 3 \
    synth_top_area_share_pct 41.03 \
    max_stage_delay_ns 0.49 \
    tightest_slew_ns 0.2268 \
    outcome "finished, final reports clean" \
    path_buffers 1 \
    dp_hpwl_um 285.3 \
    cts-root-buf "clkbuf_4" \
    numCtsBuffers 3 \
    initial_core_util_pct 4.286 \
    clk_latency_ns 0.23 \
    critical_path_class "reg2out" \
    fin_skew_ns 0.001270 \
    start_kind "register" \
    clk_pin_slew_worst_paths_ns 0.04 \
    die_h_um 80 \
    die_width_um 80 \
    fin_setup_tns_ns 0 \
    ys_cells 14 \
    ios 6 \
    cp.arrival_ns 1.11 \
    dr.pass1.iters 2 \
    rsz0062_at_grt "false" \
    setup_violations 0 \
    area_delta_synth_final_pct 77.78 \
    hold_violations 0 \
    fmaxAchievable_mhz 707.1 \
    hp-class "reg2reg" \
    fp-row-count 21 \
    period_used_pct 94.29 \
    ir_drop_mv 0.1839 \
    wire_per_inst_um 5.567 \
    drive_above_1_share_pct 25.00 \
    leakagePower_nw 0.08683 \
    ant_nets 0 \
    cts_max_path_buffers 2 \
    cp_data_required_time_ns 1.20 \
    ys_types 10 \
    antenna_found_initial 1 \
    topCellsByArea "dfxtp_1 41%, buf_4 15%, and4bb_1 8.5%, and4b_2 7.7%, a31o_2 6.0%" \
    grt_max_degree 6 \
    largest_area_cell "dfxtp_1" \
    warnings 25 \
    layout_top_cell "clkdlybuf4s50_1" \
    grt_pass1_vias 111 \
    drt-total-wl_um 373 \
    post_synth_inst_count 14 \
    slew_headroom_pct 84.66 \
    die_area_um2 6400 \
    cp_max_fo 5 \
    placed_area_um2 231.5 \
    viasPerCell 1.776 \
    crit_chain "clkdlybuf4s50_1" \
    drtIter0Drc 1 \
    crit_family "buffers and inverters" \
    track_usage_pct 1.251 \
    portBuffers 5 \
    drv_slew 0 \
    htree_levels 1 \
    ys_warn_count 2 \
    grt_pass1_wl_um 538 \
    cts_resized 0 \
    slowest_stage "clkdlybuf4s50_1" \
    max-cap-violations 0 \
    clkSinkCount 3 \
    synth_seq_share_pct 41.03 \
    tritoncts "done" \
    holdBufCountCts 0 \
    cts_setup_buffers 0 \
    layout_top_cells "5 x clkdlybuf4s50_1, 3 x dfxtp_1, 3 x clkbuf_4" \
    powerDensity_nw_per_um2 992.1 \
    drc 0 \
    vias 119 \
    syn-cell-area_um2 146.4 \
    yosysChipArea_um2 146.4 \
    gp_congestion 0.7042 \
    core_um2 3416 \
    fin_area_um2 260.3 \
]
-- final timing paths --
| check | startpoint | endpoint | depth (start not counted) | slack (ns) |
|---|---|---|---|---|
| hold reg to reg | Ff_A.Q | Ff_B.Q | 1 | 0.50 |
| setup / recovery | Ff_B.Q | bits_out[1] | 1 | 0.09 |
| setup reg to reg | Ff_C.Q | Ff_A.Q | 2 | 0.43 |
| hold / removal | Ff_A.Q | Ff_B.Q | 1 | 0.50 |
-- stage by stage --
step | hold slack [ns] | worst slack [ns] | total power, mW | instances | util, %
final | 0.4974 | 0.08570 | 0.2582 | 67 | 7.619
after global routing | 0.5198 | 0.02038 | 0.2753 | 67 | 7.619
after CTS | 0.4910 | 0.07201 | 0.2663 | 66 | 7.546
after detailed placement | 0.4903 | 0.03482 | 0.1179 | 62 | 6.777
after global placement | 0.4772 | 0.05820 | 0.1171 | 62 | 6.777
after floorplan | 0.3785 | 0.4854 | 0.1055 | 14 | -
-- final cells by class --
cell class	count	area [µm²]
Antenna cell	1	2.502
Sequential cell	3	60.06
Fill cell	412	3156
Clock buffer	4	26.28
Tap cell	46	57.56
Multi-Input combinational cell	7	60.06
Inverter	1	3.754
Timing Repair Buffer	5	50.05
-- worst register-to-register path, delay by kind of cell (launching register included) --
family        cells  cell delay (ns)
simple gates      2             0.56
flops             1             0.39
-- Yosys cell counts --
library cell / n
a31o_2: 1
and4b_2: 1
and4bb_1: 1
buf_4: 3
dfxtp_1: 3
inv_1: 1
nand2_1: 1
nor4b_1: 1
or3_1: 1
xnor2_1: 1
-- logic make-up after synthesis --
group	synth area share, %
simple gates	29.06
flops	41.03
compound gates	5.984
xor+xnor	5.984
buf+inv	17.95
-- metal layers --
layer,up-vias,share of wire [%],GRT usage [%]
li1,59,-,-
met1,52,40,1.197
met2,8,30,1.043
met3,0,29,2.500
met4,0,0,0.1761
met5,-,0,0
-- flip-flops by register name, indices dropped and copies added (netlist names) --
| name | flops |
|---|---|
| Ff_A.Q | 1 |
| Ff_B.Q | 1 |
| Ff_C.Q | 1 |
-- power by group --
group          internal [mW]  leakage, nW  switching (mW)  total (mW)
clock                 0.0997       0.0150          0.0420       0.142
sequential            0.0853       0.0250         0.00601      0.0913
combinational         0.0193       0.0468         0.00586      0.0252
total                  0.204       0.0868          0.0538       0.258
Power figures rest on the tool's default switching activity, not on a simulated workload.
